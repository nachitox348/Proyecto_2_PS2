$ cat /design/flow/run.sh
#!/bin/bash
# OpenROAD 26Q1-2900-gdf79404cd8, Yosys 0.63+post, stock flow scripts
make -C /OpenROAD-flow-scripts/flow DESIGN_CONFIG=/design/flow/config.mk WORK_HOME=/design/flow/orfs finish
$ cat /design/flow/config.mk
export PLATFORM = sky130hd
export DESIGN_NAME = Reg_Data
export DESIGN_NICKNAME = Reg_Data
export VERILOG_FILES = /design/flow/design.v
export SDC_FILE = /design/flow/constraint.sdc
export NUM_CORES = 4
export LEC_CHECK = 1
export CORE_AREA = 10 10 70 70
export DIE_AREA = 0 0 80 80
$ cat /design/flow/design.v
`timescale 1ns / 1ps
module Reg_Data(
		input wire [7:0] dato,
		input wire EN,
		input wire clk,
		input wire rst,
		output reg [7:0] dato_out
    );
always @ (posedge clk, posedge rst)
	if (rst)
		dato_out <= 8'b0;
	else if (EN)
		dato_out <= dato;
endmodule
$ cat /design/flow/constraint.sdc
current_design Reg_Data

set clk_period 1.1
set clk_io_pct 0.2

create_clock -name clk0 -period $clk_period [get_ports {clk}]

set non_clock_inputs [all_inputs -no_clocks]
set_input_delay [expr $clk_period * $clk_io_pct] -clock clk0 $non_clock_inputs
set_output_delay [expr $clk_period * $clk_io_pct] -clock clk0 [all_outputs]
==> Changelog: implementation <==
## Implementation

* Outcome: completed
* Root buf cell: clkbuf_4
* Chip Width at 80 um
* # port buffers at 18
* Worst slew pin tran at 0.295 ns
* Worst Skew at 0 ns
* Critical path buffer and inverter count at 1
* YS chip area at 335 um^2
* I/O pins at 19
* Die ar. at 6400 um^2
* Num CTS Buffers at 3
* Post-Layout Cell Count at 90
* Final antenna-violating net count at 0
* Post-Route Setup TNS at 0 ns
* Vias after detailed routing at 236
* Yosys Instances at 18
* Setup Viol. Count Final at 0
* Max FFs per register at 8
* Share of layout cells above drive strength 1 at 38.6%
* Core area at 3420 um^2
* Largest regs: dato_out x8
* Min Hold Slack at 0.215 ns
* Syn avg cell area at 18.6 um^2
* Max FO, Critical Path at 2
* Final Max Slew Viols at 0
* # rows at 21
* Mapped cell area at 335 um^2
* CP cell instances: clkdlybuf4s15_1
* Reg with most FFs: dato_out
* Worst rel slew slack at 80.3%
* Max Cap Violations at 0
* Ant. Diodes at 0
* Final Critical Period at 1.03 ns
* CTS tree: done
* Vias in the first global route at 260
* Clk buf depth at 2
* GRT Resource Usage Total at 2.86%
* Synth flops at 8
* Die height at 80 um
* Fillers at 379
* Fp util at 9.82%
* Final Hold Viols at 0
* Worst vdd ir at 0.277 mV
* # DRC at 0
* Top cells excl fill/tap: 10 x clkdlybuf4s50_1, 8 x mux2_4, 8 x dfrtp_1, 8 x clkdlybuf4s15_1, 5 x buf_4
* Clock transition at the registers of the reported paths at 0.05 ns
* Gate family responsible for the most delay along the worst path: flip-flops
* YS warnings at 1
* Crit share post-route at 93.9%
* Synth Seq Share at 59.7%
* Util after Layout at 18.8%
* DRT Pass-1 Iters at 2
* CP peak stage delay at 0.38 ns
* CP arrival at 0.81 ns
* Total clock sinks at 8
* Latency at later pin at 0.25 ns
* Drt total wl at 899 um
* H-tree levels at 1
* Logic area at 120 um^2
* Worst Setup End Kind: output port
* Largest net degree at the start of global routing at 9
* Post-Syn Instances at 18
* Maximum clock rate at 0.968 GHz
* Overflow after GRT at 0
* Slowest CP cell: dfrtp_1
* Iter 0 DRT Violations at 22
* Crit path DRT at 0.88 ns
* Drt via density at 2.62
* Register area at 200 um^2
* CP Class: flip-flop to output port
* Dpl cells at 82
* Antenna violations before repair at 0
* Synth cell types at 4
* Tool warnings at 25
* Layout area overhead at 91.4%
* Hold crit path type: input port to asynchronous set/reset pin
* Worst setup SP type: flip-flop
* Top cell excl fill/tap: clkdlybuf4s50_1
* Wire per inst at 9.99 um
* RSZ-0062 raised after global routing: false
* P_leak at 0.000287 uW
* P per Cell Area at 1130 nW/um^2
* Routability congestion estimate at 0.723
* First-pass GRT wire length at 1420 um
[where the power goes]
| group | total [uW] | internal [uW] | switching, uW |
|---|---|---|---|
| clock | 214 | 124 | 89.5 |
| sequential | 340 | 325 | 15.8 |
| combinational | 173 | 136 | 36.7 |
| total | 727 | 585 | 142 |
[logic make-up after synthesis]
family	synth area share [%]
buffers and inverters	4.48
multiplexers	35.8
flip-flops	59.7
[cell type report]
cell class	count	share of cell area [%]
Timing Repair Buffer	24	37.0
Sequential cell	8	31.2
Inverter	1	0.585
Tap cell	46	8.97
Multi-Input combinational cell	8	18.7
Clock buffer	3	3.51
[Yosys cell counts, drive strengths merged]
cell | instances | area (um^2)
dfrtp | 8 | 200
inv | 1 | 3.75
buf | 1 | 11.3
mux2 | 8 | 120
[per-layer routing]
| layer | up-vias | global-route usage (%) | wire length, um |
|---|---|---|---|
| met4 | 0 | 1.58 | 60 |
| li1 | 113 | - | - |
| met2 | 12 | 4.49 | 416 |
| met5 | - | 0 | 0 |
| met1 | 106 | 3.38 | 344 |
| met3 | 5 | 0.909 | 77 |
[worst paths after layout]
| kind | from | to | slack [ns] | cells after the start |
|---|---|---|---|---|
| min in group clk0 | dato_out[6] | dato_out[6] | 0.52 | 1 |
| setup / recovery | dato_out[3] | dato_out[3] | 0.07 | 1 |
| setup reg to reg | dato_out[1] | dato_out[1] | 0.12 | 3 |
| hold / removal | rst | dato_out[4] | 0.21 | 2 |
| max in group asynchronous | rst | dato_out[3] | 0.66 | 2 |
| hold reg to reg | dato_out[6] | dato_out[6] | 0.52 | 1 |
[what timing repair did]
action,in CTS,in global routing
endpoints found under the setup margin,8,4
hold buffers,0,0
setup buffers,4,1
endpoints found under the hold margin,0,0
resized,12,4
[stage by stage]
| step | power [uW] | worst slack, ns | instance area (um^2) |
|---|---|---|---|
| after detailed placement | 509 | -0.197 | 582 |
| final | 727 | 0.0669 | 642 |
| after global routing | 770 | 0.0172 | 642 |
| after CTS | 732 | 0.00946 | 629 |
| after global placement | 507 | -0.188 | 582 |
| after floorplan | 397 | 0.338 | 335 |
No activity file was given, so power comes from the tool's default toggle rates.
